[flow/design.v]
`timescale 1ns / 1ps
module DFF(
    input D,
    input reset,
    input clock,
    output reg Q,
    output NotQ
    );
    initial begin
        Q <= 0;
    end
    always @(posedge clock, posedge reset) begin
        if (reset)
            Q <= 0;  
        else
            Q <= D;
    end
    assign NotQ = ~Q;
endmodule
`timescale 1ns / 1ps
module JKFF(
    input J, K,
    input reset,
    input clock,
    output Q,
    output NotQ
    );
    wire d_input;
    assign d_input = (~K & Q) | (J & NotQ);
    DFF DFF_inst(
        .D(d_input),
        .reset(reset),
        .clock(clock),
        .Q(Q),
        .NotQ(NotQ)
    );
endmodule
`timescale 1ns / 1ps
module TFF(
    input T,
    input reset,
    input clock,
    output Q,
    output NotQ
    );
    JKFF JKFF_inst(
        .J(T),
        .K(T),
        .reset(reset),
        .clock(clock),
        .Q(Q),
        .NotQ(NotQ)
    );
endmodule
`timescale 1ns / 1ps
module comparator(
    input[2:0] comparatorInput,
    input reset,
    output resetTrigger,
    output comparatorOutput
    );
    assign comparatorOutput = comparatorInput[2] & comparatorInput[1] & ~comparatorInput[0];
    assign resetTrigger = reset | comparatorOutput;
endmodule
`timescale 1ns / 1ps
module full_adder(
    input A, B, Cin,
    output Y, Cout
);
assign Y = A ^ B ^ Cin;
assign Cout = (A&B) | (B&Cin) | (A&Cin);
endmodule
`timescale 1ns / 1ps
module moduloCounter(
    input clock,
    input reset,
    output [2:0] stateOut,
    output counterOut
    );
    wire[2:0] adderOut;
    wire[2:0] adderIn;
    wire[1:0] carryOut;
    wire compOut;
    wire compReset;
    DFF DFF_inst0(
    .D(adderOut[0]),
    .clock(clock),
    .reset(compReset),
    .Q(adderIn[0])
    );
    DFF DFF_inst1(
    .D(adderOut[1]),
    .clock(clock),
    .reset(compReset),
    .Q(adderIn[1])
    );
    DFF DFF_inst2(
    .D(adderOut[2]),
    .clock(clock),
    .reset(compReset),
    .Q(adderIn[2])
    );
    full_adder fullAdder_inst0(
       .A(adderIn[0]),
       .B('b1),
       .Cin('b0),
       .Cout(carryOut[0]),
       .Y(adderOut[0])
    );
        full_adder fullAdder_inst1(
       .A(adderIn[1]),
       .B('b0),
       .Cin(carryOut[0]),
       .Cout(carryOut[1]),
       .Y(adderOut[1])
    );
        full_adder fullAdder_inst2(
       .A(adderIn[2]),
       .B('b0),
       .Cin(carryOut[1]),
       .Cout(carryOut[2]),
       .Y(adderOut[2])
    );
     comparator comparator_inst(
        .comparatorInput(adderIn),
        .reset(reset),
        .resetTrigger(compReset),
        .comparatorOutput(compOut)
     );
     DFF DFF_inst4(
    .D(compOut),
    .clock(clock),
    .reset(reset),
    .Q(counterOut)
    );
    assign stateOut = adderIn;
endmodule
`timescale 1ns / 1ps
module rippleCounter(
    input clock,
    input reset,
    output [2:0] counterOut
);
    wire[2:0] rippleOut;
    TFF rippleStage1(
        .T('b1),
        .reset(reset),
        .clock(clock),
        .Q(rippleOut[0])     
    );
    TFF rippleStage2(
        .T('b1),
        .reset(reset),
        .clock(rippleOut[0]),
        .Q(rippleOut[1])     
    );
    TFF rippleStage3(
        .T('b1),
        .reset(reset),
        .clock(rippleOut[1]),
        .Q(rippleOut[2])     
    );
    assign counterOut = rippleOut;
endmodule
`timescale 1ns / 1ps
module top(
    input btnU, btnC,
    output [6:0] led
    );
    rippleCounter ripple_inst(
        .clock(btnC),
        .reset(btnU),
        .counterOut(led[2:0])
    );
    moduloCounter moduloCounter_inst(
        .clock(btnC),
        .reset(btnU),
        .stateOut(led[5:3]),
        .counterOut(led[6])
    );
endmodule
[flow/run.sh]
#!/bin/bash
# OpenROAD 26Q1-2900-gdf79404cd8, Yosys 0.63+post, stock flow scripts
make -C /OpenROAD-flow-scripts/flow DESIGN_CONFIG=/design/flow/config.mk WORK_HOME=/design/flow/orfs finish
[flow/config.mk]
export PLATFORM = sky130hd
export DESIGN_NAME = top
export DESIGN_NICKNAME = top
export VERILOG_FILES = /design/flow/design.v
export SDC_FILE = /design/flow/constraint.sdc
export NUM_CORES = 4
export LEC_CHECK = 1
export CORE_AREA = 10 10 70 70
export DIE_AREA = 0 0 80 80
[flow/constraint.sdc]
current_design top

set clk_period 1.0
set clk_io_pct 0.2

create_clock -name clk0 -period $clk_period [get_ports {btnC}]

set non_clock_inputs [all_inputs -no_clocks]
set_input_delay [expr $clk_period * $clk_io_pct] -clock clk0 $non_clock_inputs
set_output_delay [expr $clk_period * $clk_io_pct] -clock clk0 [all_outputs]
==> flow_metrics.env <==
# source this file to load flow results
export IMPL_run_status="finished clean"
export IMPL_antenna_found_initial=0
export IMPL_rsz0062_at_grt="no"
export IMPL_ys_sh_simple_pct=5.31
export IMPL_hold_violations=0
export IMPL_total_power_uw=448
export IMPL_syn_area_per_cell_um2=12.3
export IMPL_clock_path_buffers=2
export IMPL_chipArea_um2=6400
export IMPL_drtIter0Drc=8
export IMPL_relSlewSlack_pct=88.4
export IMPL_mux_area_share_pct=0
export IMPL_startpoint_type="flip-flop"
export IMPL_syn_to_final_growth_pct=43.8
export IMPL_ys_cells=23
export IMPL_netlist_instances=23
export IMPL_gp_congestion=0.742
export IMPL_core_area_um2=3420
export IMPL_ys_warn_count=5
export IMPL_min_delay_path_class="input port to asynchronous set/reset pin"
export IMPL_yosys_area_um2=283
export IMPL_fin_skew_ns=0.00556
export IMPL_ios=9
export IMPL_wl_per_cell_um=6.59
export IMPL_untimed_endpoints=4
export IMPL_synth_cell_types=7
export IMPL_post_drt_via_cell_ratio=1.99
export IMPL_crit_slowest_cell="dfrtp_1"
export IMPL_dp_hpwl_um=435
export IMPL_path_delay_family="flip-flops"
export IMPL_clk_pin_slew_ns=0.05
export IMPL_timing_worst_slew_pin_value_ns=0.173
export IMPL_final_cell_mix="dfrtp_1, inv_1, buf_4"
export IMPL_postRouteAntennaNets=0
export IMPL_grt_overflow=0
export IMPL_syn_area_um2=283
export IMPL_postSynthSeqShare_pct=61.9
export IMPL_unclocked_regs=2
export IMPL_warning_count=25
export IMPL_setup_viol=0
export IMPL_grt_pass1_wl_um=848
export IMPL_htree_levels=1
export IMPL_ys_sh_aoi_pct=0
export IMPL_cpPeakStageDelay_ns=0.38
export IMPL_die_h_um=80
export IMPL_port_buffers=8
export IMPL_die_w_um=80
export IMPL_cap_violations=0
export IMPL_path_buffers=1
export IMPL_cp_arrival_ns=1.08
export IMPL_slew_viol_final=0
export IMPL_remaining_drc_errors=0
export IMPL_fp_util_pct=8.28
export IMPL_ir_drop_uv=269
export IMPL_crit_required_ns=1.13
export IMPL_min_period_ns=0.953
export IMPL_cellPowerDensity_nw_per_um2=1100
export IMPL_synthTopCellsByArea="dfrtp_1, buf_4, inv_1, ha_1, and3b_1"
export IMPL_leakage_nw=0.214
export IMPL_endpoint_kind="flip-flop"
export IMPL_fin_setup_tns_ns=0
export IMPL_grt_pass1_vias=173
export IMPL_top_area_share_pct=61.9
export IMPL_final_util_pct=11.9
export IMPL_drt_pass1_iterations=2
export IMPL_root_buffer="clkbuf_4"
export IMPL_routed_wl_um=521
export IMPL_synth_top_cell_by_area="dfrtp_1"
export IMPL_vias=157
export IMPL_cts_tree="done"
export IMPL_cp_cell_sequence="buf_4 > ha_1 > xor2_1"
export IMPL_fp_row_count=21
export IMPL_grt_usage_pct=1.84
export IMPL_max_freq_mhz=1050
export IMPL_synth_flops=7
export IMPL_clk_latency_ns=0.24
export IMPL_fin_crit_sh_pct=95.3
export IMPL_crit_fanout=2
export IMPL_cts_buffers=3
export IMPL_layout_top_cell="dfrtp_1"
export IMPL_xor_share_pct=3.10
export IMPL_synthTopLogicFamily="buffers and inverters"
export IMPL_grt_max_degree=5
export IMPL_insertedDiodeCount=0
export IMPL_drive_above_1_share_pct=42.4
export IMPL_synth_adder_area_share_pct=4.42
export IMPL_path_class="flip-flop to flip-flop"
==> synthesized netlist by cell type <==
cell type and instances:
ha_1 1, inv_1 5, dfrtp_1 7, nor2_2 1
and3b_1 1, buf_4 7, xor2_1 1
==> metrics by stage <==
step / instances / instance area (um^2) / setup WS, ns / hold WS [ns]
3_3_place_gp: 74 / 398 / -0.0144 / 0.458
4_1_cts: 79 / 417 / 0.00677 / 0.210
2_1_floorplan: 23 / 283 / 0.184 / -0.0339
3_5_place_dp: 74 / 398 / -0.0231 / 0.462
5_1_grt: 79 / 407 / 0.00919 / 0.239
6_report: 79 / 407 / 0.0466 / 0.217
==> final timing paths <==
path | slack, ns | startpoint | end | cells after the start
worst max register to register | 0.05 | moduloCounter_inst.DFF_inst1.Q$_DFF_PP0_ | moduloCounter_inst.DFF_inst2.Q$_DFF_PP0_ | 3
max in group asynchronous | 0.34 | moduloCounter_inst.DFF_inst1.Q$_DFF_PP0_ | moduloCounter_inst.DFF_inst0.Q$_DFF_PP0_ | 3
worst min-delay path | 0.22 | btnU | moduloCounter_inst.DFF_inst4.Q$_DFF_PP0_ | 2
worst max-delay path | 0.05 | moduloCounter_inst.DFF_inst1.Q$_DFF_PP0_ | moduloCounter_inst.DFF_inst2.Q$_DFF_PP0_ | 3
worst min register to register | 0.46 | moduloCounter_inst.DFF_inst0.Q$_DFF_PP0_ | moduloCounter_inst.DFF_inst2.Q$_DFF_PP0_ | 3
min in group clk0 | 0.54 | moduloCounter_inst.DFF_inst0.Q$_DFF_PP0_ | moduloCounter_inst.DFF_inst0.Q$_DFF_PP0_ | 2
==> registers in the layout, summed over array words and instances (netlist names) <==
signal / cells
ripple_inst.rippleStage1.JKFF_inst.DFF_inst.Q: 1
moduloCounter_inst.DFF_inst1.Q: 1
moduloCounter_inst.DFF_inst0.Q: 1
moduloCounter_inst.DFF_inst4.Q: 1
ripple_inst.rippleStage2.JKFF_inst.DFF_inst.Q: 1
ripple_inst.rippleStage3.JKFF_inst.DFF_inst.Q: 1
moduloCounter_inst.DFF_inst2.Q: 1
==> where the power goes <==
part           switching [mW]  internal [mW]
registers                   0          0.203
logic                 0.00678        0.00476
clock network          0.0831          0.151
total                  0.0898          0.359
==> repair_timing <==
| item | 4_1_cts | 5_1_grt |
|---|---|---|
| setup endpoints to repair | 5 | 2 |
| resized | 13 | 2 |
| hold buffers | 0 | 0 |
| setup buffers | 1 | 0 |
==> cell families (layout without fill, tap and decap cells) <==
family | Yosys count | in the layout
buffers and inverters | 12 | 22
XOR/XNOR | 1 | 1
adder cells (fa/ha/maj) | 1 | 1
flip-flops | 7 | 7
AND/OR/NAND/NOR | 2 | 2
==> area by class of cell <==
type | instances | area, um^2
repair buffers | 13 | 92.6
fillers | 400 | 3010
clock buffers | 4 | 26.3
flip-flops and latches | 7 | 175
multi-input cells | 4 | 36.3
well taps | 46 | 57.6
inverters | 5 | 18.8
==> metal layers <==
metal	share of wire, %	global-route usage, %
met5	0	0
met4	0	0.352
met3	26	2.73
met2	23	1.52
met1	50	2.29
Power is estimated from default activity; no workload was simulated.
